`flow/constraint.sdc`:
```
current_design adder

set clk_period 24.1
set clk_io_pct 0.2

create_clock -name clk0 -period $clk_period

set non_clock_inputs [all_inputs -no_clocks]
set_input_delay [expr $clk_period * $clk_io_pct] -clock clk0 $non_clock_inputs
set_output_delay [expr $clk_period * $clk_io_pct] -clock clk0 [all_outputs]
```
`flow/config.mk`:
```
export PLATFORM = sky130hd
export DESIGN_NAME = adder
export DESIGN_NICKNAME = adder
export VERILOG_FILES = /design/flow/design.v
export SDC_FILE = /design/flow/constraint.sdc
export NUM_CORES = 4
export LEC_CHECK = 1
export CORE_AREA = 10 10 85 85
export DIE_AREA = 0 0 95 95
export SYNTH_HDL_FRONTEND = slang
```
`flow/run.sh`:
```
#!/bin/bash
# OpenROAD 26Q1-2900-gdf79404cd8, Yosys 0.63+post, stock flow scripts
make -C /OpenROAD-flow-scripts/flow DESIGN_CONFIG=/design/flow/config.mk WORK_HOME=/design/flow/orfs finish
```
`flow/design.v`:
```
interface dut_if(input clk, rst);
    logic [63:0] A, B;
    logic [63:0] data;
    logic valid, ready;
    modport port_in (input clk, rst, A, B, valid, output ready);
    modport port_out (input clk, rst, output valid, data, ready);
endinterface
module adder(   input logic [31:0] A, B, 
                output logic [31:0] OUT );
    assign OUT = A + B;
endmodule: adder
```
==> out/qor.txt <==
final wirelength: 5730 um
Max Fclk: 79.4 MHz
Post-DRT Antenna Nets: 0
Setup TNS Final: 0 ns
Yosys chip area: 0.00174 sq mm
CP max FO: 4
largest net degree at the start of global routing: 11
initial antenna violation count: 0
first-pass GRT wire length: 9470 um
syn_area_per_cell: 7.24 sq um
area fraction in compound gates: 39.3%
Synth logic family: AND-OR/OR-AND gates
Crit Path Category: in2out
Top Layout Cells: clkdlybuf4s50_1 (96), ha_1 (31), a21oi_1 (29), a21o_1 (19), nand2_1 (18)
Syn. warnings: 0
WP data required: 19.28 ns
final setup margin: 11.51 ns
P per Cell Area: 29.0 mW/mm^2
adder share: 23.4%
Min-Delay Path Class: in2out
WP data arrival: 7.77 ns
RSZ-0062 raised after global routing: no
Top cell excl fill/tap: clkdlybuf4s50_1
Setup crit start kind: input port
Antenna diodes: 0
clock buffer count: 0
min Tclk post-route: 12.59 ns
xor/xnor share: 14.1%
routability congestion estimate: 0.924
Die Area: 0.00903 sq mm
Syn Std Cell Area: 0.00174 sq mm
DRC viols: 0
final hold vios: 0
fp util: 31.9%
DRT iter0 DRCs: 47
Synth Seq Share: 0%
Boundary Pins: 96
Leak: 1.18 nW
final setup fails: 0
Syn Inst Count: 241
wire length per cell: 14.4 um
post-layout period usage of the worst path: 52.2%
ys cells: 241
# hold bufs at CTS: 0
Max rail drop VDD: 11.5 uV
Area Overhead vs Synth: 57.7%
Final Util: 50.3%
max cap viols: 0
Die X-Extent: 95 um
post-cts sizing count: 0
share of cells above drive strength 1: 3.07%
Core ar.: 0.00547 sq mm
Slew headroom: 63.0%
Seq cells: 0
estimated wirelength of the detail-placed design: 5050 um
Simple-Gate Fraction of Synth Area: 18.3%
IO buf count: 96
Distinct cells, synth: 50
OpenROAD warnings: 32
via count: 2,059
gr usage total: 12.3%
mux share: 1.15%
Worst Tran Pin Value: 0.541 ns
CP endpoint kind: output pin
die height: 95 um
register area: 0 sq um
setup slack at placement: 11.50 ns
Post-CTS Setup Bufs: 0
DR vias/cell: 5.17
Slew Limit Fails: 0
DRT Pass-1 Iters: 4
status: finished clean
grt total ovfl: 0
FP Rows: 27
vias in the first global route: 2,001
[cell families after synthesis]
kind of cell | Yosys count
multiplexers | 2
XOR/XNOR | 28
buffers and inverters | 17
adder cells (fa/ha/maj) | 32
AND-OR/OR-AND | 97
AND/OR/NAND/NOR | 65
[where the power goes]
group          leakage (nW)  switching, mW  total (mW)  internal [mW]
sequential                0              0           0              0
combinational          1.18         0.0314      0.0797         0.0482
clock                     0              0           0              0
[path summary, 6_finish.rpt]
check	to	slack, ns	cells after the start	startpoint
max	OUT[26]	11.51	11	A[0]
min	OUT[0]	10.67	3	B[0]
[per-layer routing]
metal	GRT usage, %	wire, um	up-vias
met3	2.88	500	2
met4	0.623	22	0
met5	0	0	-
met1	16.6	2720	896
li1	-	-	1099
met2	20.5	2490	62
[stage by stage]
step,power [mW],cells,hold slack (ns),area (sq um)
6_report,0.0797,398,10.67,2750
3_3_place_gp,0.0809,398,10.68,2750
3_5_place_dp,0.0806,398,10.69,2750
2_1_floorplan,0.0385,241,9.71,1740
5_1_grt,0.0891,398,10.71,2750
4_1_cts,0.0812,398,10.68,2750
[layout make-up]
class              count  area, sq um
well taps             72         90.1
fillers              560         2720
repair buffers        96          961
multi-input cells    224         1680
inverters              6         22.5
[cells in the mapped netlist (2+ instances only)]
cell type / count / area share (%)
a211oi_1: 3 / 1.3
a21o_1: 19 / 8.2
a21oi_1: 29 / 8.3
a311oi_1: 2 / 1.0
a31oi_1: 3 / 1.1
buf_2: 2 / 0.57
clkbuf_1: 8 / 1.7
ha_1: 31 / 22
inv_1: 6 / 1.3
mux2i_1: 2 / 1.1
nand2_1: 18 / 3.9
nand2b_1: 2 / 0.72
nand3_1: 10 / 2.9
nand4_1: 8 / 2.9
nor2_1: 12 / 2.6
nor3_1: 4 / 1.1
o211ai_1: 3 / 1.3
o21a_1: 2 / 0.86
o21ai_0: 13 / 3.7
o21bai_1: 4 / 1.7
o221ai_1: 2 / 1.0
o311ai_1: 2 / 1.0
or2_2: 3 / 1.1
xnor2_1: 13 / 6.5
xor2_1: 15 / 7.5
[worst max-delay path, stage by stage]
cell	delay [ns]
clkdlybuf4s50_1	0.40
ha_1	0.25
fa_1	0.40
a21o_1	0.22
a31o_2	0.28
nand3_1	0.09
o221ai_1	0.22
a311oi_1	0.35
o21bai_1	0.11
xor2_1	0.13
clkdlybuf4s50_1	0.49
Power figures rest on the tool's default switching activity, not on a simulated workload.
